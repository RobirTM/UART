### flow/config.mk
export PLATFORM = sky130hd
export DESIGN_NAME = UART_TOP
export DESIGN_NICKNAME = UART_TOP
export VERILOG_FILES = /design/flow/design.v
export SDC_FILE = /design/flow/constraint.sdc
export NUM_CORES = 4
export LEC_CHECK = 1
export CORE_AREA = 10 10 93 93
export DIE_AREA = 0 0 103 103
### flow/constraint.sdc
current_design UART_TOP

set clk_period 2.8
set clk_io_pct 0.2

create_clock -name clk0 -period $clk_period [get_ports {CLK}]

set non_clock_inputs [all_inputs -no_clocks]
set_input_delay [expr $clk_period * $clk_io_pct] -clock clk0 $non_clock_inputs
set_output_delay [expr $clk_period * $clk_io_pct] -clock clk0 [all_outputs]
### flow/design.v
module BAUD_GENERATOR #(
parameter	CLK_FREQ	= 50_000_000 ,	 
parameter	BAUD_RATE	= 9600
)(
input	wire		clk,
input	wire		rst,
output	reg		RX_tick,
output	reg		TX_tick
);
localparam	TX_DIV	= CLK_FREQ / BAUD_RATE;
localparam	RX_DIV	= CLK_FREQ / (BAUD_RATE * 16);
reg	[15:0]	tx_count;
reg	[15:0]	rx_count;
always @ (posedge clk or negedge rst)
	begin
		if (!rst)
			begin
				tx_count	<= 0;
				rx_count	<= 0;
				TX_tick		<= 0;
				RX_tick		<= 0;
			end
		else
			begin
				if (tx_count == TX_DIV - 1)
					begin
						tx_count	<= 0;
						TX_tick		<= 1'b1;
					end
				else
					begin
						tx_count	<= tx_count + 1;
						TX_tick		<= 1'b0;
					end
				if (rx_count == RX_DIV - 1)
					begin
						rx_count	<= 0;
						RX_tick		<= 1'b1;
					end
				else
					begin
						rx_count	<= rx_count + 1;
						RX_tick		<= 1'b0;
					end
			end
	end
endmodule
module FSM (
input	wire		CLK,
input	wire		RST,
input	wire		transmit,
input	wire		ser_done,
input	wire		par_EN,
input	wire	[7:0]	TX_DATA,
input			TX_tick,
output	reg	[1:0]	MUX_SEL,
output	reg		ser_EN,
output 	reg		busy
);
localparam	[3:0]	IDLE  	= 4'b0000 ,
			START 	= 4'b0001 ,
			DATA  	= 4'b0010 ,
			PARITY	= 4'b0100 ,
			STOP	= 4'b1000 ;
reg	[3:0]	current_state, next_state;
always @ (posedge CLK or negedge RST)
	begin
		if (!RST)
			begin
				current_state<= IDLE;
			end
		else 
			begin
				current_state<= next_state;
			end
	end
always @ (*)
	begin
		if (TX_tick)
			begin
				MUX_SEL	=2'b11	;
				ser_EN 	=1'b0	;
				busy	=1'b0	;
				case (current_state)
					IDLE  	:	begin
								MUX_SEL=2'b11;
								if (transmit)
									begin
										next_state = START;
									end
								else
									begin
										next_state = IDLE;
									end
								end
					START 	:	begin
								MUX_SEL	= 2'b00	 ;
								ser_EN 	= 1'b1	 ;
								busy   	= 1'b1	 ;
								next_state = DATA;
							end
					DATA  	:	begin
								MUX_SEL	= 2'b01	 ;
								ser_EN 	= 1'b1	 ;
								busy   	= 1'b1	 ;
								if (ser_done)
									begin
										next_state = PARITY;
									end
								else
									begin
										next_state = DATA;
									end
							end
					PARITY	:	begin
								MUX_SEL	= 2'b10	 ;
								busy   	= 1'b1	 ;
								next_state = STOP;
							end
					STOP	:	begin
								MUX_SEL	= 2'b11	 ;
								busy   	= 1'b0	 ;
								next_state = IDLE;
							end
					default	:	begin
								MUX_SEL	=2'b11	 ;
								ser_EN 	=1'b0	 ;
								busy	=1'b0	 ;
								next_state = IDLE;
							end
					endcase
				end
		end
endmodule
module MUX (
input	wire		CLK,
input	wire		RST,
input	wire	[1:0]	MUX_SEL,
input	wire		ser_data,
input	wire		par_bit,
input	wire		TX_tick,
output	reg		TX_OUT
);
always @ (posedge CLK or negedge RST)
	begin
		if (!RST)
			begin
				TX_OUT<=1'b0;
			end
		else if (TX_tick)
			begin
				case (MUX_SEL)
					2'b00 :	TX_OUT<=0;
					2'b01 : TX_OUT<=ser_data;
					2'b10 :	TX_OUT<=par_bit;
					2'b11 : TX_OUT<=1;
				endcase
			end
	end
endmodule
module PARALLELISER (
input	wire		CLK,
input	wire		RST,
input	wire		SER_DATA,
input	wire		EN,
input	wire		RX_tick,
input	wire		TICK_EN,
output	reg		PARALLELISER_DONE,
output	reg	[7:0]	PARALLEL_DATA
);
reg	[2:0]	Counter;
reg			done;
always @ (posedge CLK or negedge RST)
	begin
		if (!RST)
			begin
				PARALLEL_DATA      <= 8'b0;
				PARALLELISER_DONE  <= 1'b0;
				Counter            <= 3'b0;
				done               <= 1'b0;
			end
		else if (EN && TICK_EN && RX_tick)
			begin
				if (!PARALLELISER_DONE)
					begin
						PARALLEL_DATA[Counter] <= SER_DATA;
						if (Counter == 3'd7)
							begin
								PARALLELISER_DONE <= 1'b1; 
							end
						else
							begin
								Counter <= Counter + 1;
							end
					end
			end
		else if (!EN) 
			begin
				Counter            <= 0;
				PARALLELISER_DONE  <= 0;
				done               <= 0;
			end
	end
endmodule
module PARITY (
input	wire		CLK,
input	wire		RST,
input	wire		EN,
input	wire	[7:0]	TX_DATA,
input	wire		TX_tick,
output	reg		par_bit
);
reg	[7:0]	Data;
always @ (posedge CLK or negedge RST)
	begin
		if (!RST)
			begin
				par_bit<=1;  
			end
		else if (EN && TX_tick)
			begin
				par_bit<= ^Data;
			end
		else if (TX_tick) 
			begin
				par_bit<= 1;
			end
	end
always @ (posedge CLK or negedge RST)
	begin
		if (!RST)
			begin
				Data<=8'b0;
			end
		else if (TX_tick)
			begin
				Data<=TX_DATA;
			end
	end
endmodule
module PARITY_CHECK (
input	wire		CLK,
input	wire		RST,
input	wire		EN,
input	wire	[7:0]	DATA,
input	wire		SER_DATA,
input	wire		ASS_EN,
input	wire		STOP_EN,
input	wire		RX_tick,
input	wire		TICK_EN,
output	reg		PARITY_ERROR,
output 	reg		STOP_ERROR
);
always @ (posedge CLK or negedge RST)
	begin
		if (!RST)
			begin
				PARITY_ERROR <= 1'b0;
				STOP_ERROR   <= 1'b0;
			end
		else if (TICK_EN &&RX_tick)
			begin
				if (ASS_EN)
					begin
						if (EN)
							PARITY_ERROR <= (SER_DATA != ^DATA);
						else
							PARITY_ERROR <= (SER_DATA != 1'b1);
					end
				if (STOP_EN)
					begin
						STOP_ERROR <= ~SER_DATA;
					end
			end
	end
endmodule
module RX_FSM (
input	wire		CLK,
input	wire		RST,
input	wire		SER_DATA,
input	wire		PARALLELISER_DONE,
input	wire		PARITY_ERROR,
input	wire		STOP_ERROR,
input	wire		RX_tick,
output	reg		PARALLELISER_EN,
output	reg		PAR_ASS_EN,
output	reg		STOP_EN,
output	wire		VALID_RX,
output	reg		TICK_COUNT_EN
);
localparam	[2:0]	IDLE  	= 3'b000 ,
			DATA  	= 3'b001 ,
			PARITY	= 3'b010 ,
			STOP	= 3'b100 ;
reg	[2:0]	current_state, next_state;
reg	[3:0]	TICK_COUNT;
assign VALID_RX	= (!STOP_ERROR && !PARITY_ERROR)? 1:0;
always @ (posedge CLK or negedge RST)
	begin
		if (!RST)
			begin
				current_state <= IDLE;
			end
		else if (RX_tick && TICK_COUNT == 4'b1111)
			begin
				current_state <= next_state;
			end
	end
always @ (posedge CLK or negedge RST)
	begin
		if (!RST)
			begin
				TICK_COUNT <=0;
				TICK_COUNT_EN<=0;
			end
		else if (RX_tick && TICK_COUNT_EN)
			begin
			if (TICK_COUNT == 4'b1111)
				begin
					TICK_COUNT <=0;
				end
			else
				begin
					TICK_COUNT <= TICK_COUNT + 1;
				end
			end
	end
always @ (*)
	begin
		PARALLELISER_EN = 1'b0;
		PAR_ASS_EN      = 1'b0;
		STOP_EN         = 1'b0;
		case (current_state)
			IDLE   : begin
				if (!SER_DATA)
					begin
						next_state = DATA;
						TICK_COUNT_EN=1;
					end
				else
					next_state = IDLE;
			end
			DATA   : begin
				PARALLELISER_EN = 1'b1;
				if (PARALLELISER_DONE)
					begin
						next_state = PARITY;
					end
				else
					next_state = DATA;
			end
			PARITY : begin
				PAR_ASS_EN = 1'b1;
				PARALLELISER_EN = 1'b0;
				if (PARITY_ERROR)
					next_state = IDLE;
				else
					next_state = STOP;
			end
			STOP   : begin
				STOP_EN = 1'b1;
				next_state = IDLE;
			end
			default : begin
				PARALLELISER_EN = 1'b0;
				PAR_ASS_EN      = 1'b0;
				STOP_EN         = 1'b0;
				next_state      = IDLE;
			end
		endcase
	end
endmodule
module SERIALIZER (
input	wire		CLK,
input	wire		RST,
input	wire		EN,
input	wire	[7:0]	TX_DATA,
input	wire		TX_tick,
output	reg		ser_data,
output	reg		ser_done
);
reg	[7:0]	FFS;
reg	[2:0]	Counter;
reg		busy_flag;
always @ (posedge CLK or negedge RST)
	begin
		if (!RST)
			begin
				FFS<='b0;
				ser_done<=1'b0;
				Counter<=3'b0;
				busy_flag <=0;
			end
		else if (!busy_flag && TX_tick)
			begin
				FFS<=TX_DATA;
				ser_done<=1'b0;
				Counter<=3'b000;
				busy_flag<=1;
			end
		else if (EN && TX_tick)
			begin
				if (~&Counter)
					begin	
						ser_data<=FFS[0];
						FFS <= FFS>>1;
						Counter<=Counter + 'b1;
					end 
				else
					begin
						ser_data <= FFS[0];
						ser_done<=1'b1;
					end
			end
		else 
			begin
				ser_data<=ser_data;
			end
	end
endmodule
module TICK_COUNTER (
input	wire		CLK,
input	wire		RST,
input	wire		RX_tick,
input	wire		TICK_COUNT_EN,
output	reg		TICK_EN
);
reg	[3:0]	Counter;
always @ (posedge CLK or negedge RST)
	begin
		if (!RST)
			begin
				TICK_EN<=0; 
				Counter<=4'b0;
			end
		else if (RX_tick && TICK_COUNT_EN)
			begin
				if (Counter == 4'd7)
					begin
						TICK_EN <= 1;
					end
				else if (Counter == 4'd15)
					begin
						Counter<=4'b0;
						TICK_EN<=0; 
					end
				else 
					begin
						TICK_EN<=0; 
					end
				Counter <= Counter+1;
			end
	end
endmodule
module UART_RX_TOP (
input	wire		CLK,
input	wire		RST,
input	wire		RXD,
input	wire		PARITY_EN,
input	wire		RX_tick,
output	wire	[7:0]	RXDATA,
output	wire		VALID_RX,
output	wire		PARITY_ERROR,
output	wire		STOP_ERROR
);
wire			PARALLELISER_EN;
wire			PARALLELISER_DONE;
wire			PAR_ASS_EN;
wire			STOP_EN;
wire			TICK_EN;
wire			TICK_COUNT_EN;
PARALLELISER B1 (
.CLK		(CLK),
.RST		(RST),
.EN		(PARALLELISER_EN),
.SER_DATA	(RXD),
.RX_tick	(RX_tick),
.TICK_EN	(TICK_EN),
.PARALLELISER_DONE	(PARALLELISER_DONE),
.PARALLEL_DATA		(RXDATA)
);
PARITY_CHECK B2 (
.CLK		(CLK)	 ,
.RST		(RST)	 ,
.EN		(PARITY_EN),
.DATA		(RXDATA),
.SER_DATA	(RXD),
.ASS_EN		(PAR_ASS_EN),
.STOP_EN	(STOP_EN),
.RX_tick	(RX_tick),
.TICK_EN	(TICK_EN),
.PARITY_ERROR	(PARITY_ERROR),
.STOP_ERROR	(STOP_ERROR)
);
RX_FSM B3 (
.CLK			(CLK)	  ,
.RST			(RST)	  ,
.SER_DATA		(RXD),
.PARALLELISER_DONE	(PARALLELISER_DONE)  ,
.PARITY_ERROR		(PARITY_ERROR) ,
.STOP_ERROR		(STOP_ERROR)  ,
.RX_tick		(RX_tick),
.PAR_ASS_EN		(PAR_ASS_EN),
.PARALLELISER_EN	(PARALLELISER_EN) ,
.STOP_EN		(STOP_EN)  ,
.VALID_RX		(VALID_RX),
.TICK_COUNT_EN		(TICK_COUNT_EN)	  
);
TICK_COUNTER B4 (
.CLK		(CLK),
.RST		(RST),
.RX_tick	(RX_tick),
.TICK_COUNT_EN	(TICK_COUNT_EN),
.TICK_EN	(TICK_EN)
);
endmodule
module UART_TOP (
input   wire        CLK,
input   wire        RST,
input   wire        transmit,
input   wire [7:0]  TX_DATA,
input   wire        par_EN,
output  wire        busy,
output  wire [7:0]  RXDATA,
output  wire        VALID_RX,
output  wire        PARITY_ERROR,
output  wire        STOP_ERROR
);
wire            ser_bus;
wire            TX_tick;
wire            RX_tick;
UART_TX_TOP TX_MODULE (
    .CLK        (CLK),
    .RST        (RST),
    .transmit   (transmit),
    .TX_DATA    (TX_DATA),
    .par_EN     (par_EN),
    .TX_tick    (TX_tick),
    .TXD        (ser_bus),
    .busy       (busy)
);
UART_RX_TOP RX_MODULE (
    .CLK        (CLK),
    .RST        (RST),
    .RXD        (ser_bus),
    .PARITY_EN  (par_EN),
    .RX_tick    (RX_tick),
    .RXDATA         (RXDATA),
    .VALID_RX       (VALID_RX),
    .PARITY_ERROR   (PARITY_ERROR),
    .STOP_ERROR     (STOP_ERROR)
);
BAUD_GENERATOR #(.CLK_FREQ(50_000_000), .BAUD_RATE(9600)) BAUD (
    .clk        (CLK),
    .rst        (RST),
    .RX_tick    (RX_tick),
    .TX_tick    (TX_tick)
);
endmodule
module UART_TX_TOP (
input	wire		CLK,
input	wire		RST,
input	wire		transmit,
input	wire	[7:0]	TX_DATA,
input	wire		par_EN,
input	wire		TX_tick,
output	wire		TXD,
output	wire		busy
);
wire		ser_data;
wire		ser_done;
wire		ser_EN;
wire		par_bit;
wire	[1:0]	MUX_SEL;
SERIALIZER B1 (
.CLK		(CLK),
.RST		(RST),
.EN		(ser_EN),
.TX_DATA	(TX_DATA),
.TX_tick	(TX_tick),
.ser_data	(ser_data),
.ser_done	(ser_done)
);
PARITY B2 (
.CLK		(CLK)	 ,
.RST		(RST)	 ,
.EN		(par_EN) ,
.TX_DATA	(TX_DATA),
.TX_tick	(TX_tick),
.par_bit	(par_bit)
);
FSM B3 (
.CLK		(CLK)	  ,
.RST		(RST)	  ,
.transmit	(transmit),
.ser_done	(ser_done),
.par_EN		(par_EN)  ,
.TX_DATA	(TX_DATA) ,
.TX_tick	(TX_tick),
.MUX_SEL	(MUX_SEL) ,
.ser_EN		(ser_EN)  ,
.busy		(busy)	  
);
MUX B4 (
.CLK		(CLK)	  ,
.RST		(RST)     ,
.MUX_SEL	(MUX_SEL) ,
.ser_data	(ser_data),
.par_bit	(par_bit),
.TX_tick	(TX_tick),
.TX_OUT		(TXD)  
);
endmodule
### flow/run.sh
#!/bin/bash
# OpenROAD 26Q1-2900-gdf79404cd8, Yosys 0.63+post, stock flow scripts
make -C /OpenROAD-flow-scripts/flow DESIGN_CONFIG=/design/flow/config.mk WORK_HOME=/design/flow/orfs finish
==> qor.yml <==
power:
  power_leakage_nw: 0.6937
  vdd.ir_drop.worst_mv: 0.1256
  total_power_consumption_mw: 0.5853
  power_per_cell_area_nw_per_um2: 381.3
worst_setup_path:
  crit_top_cell: "sky130_fd_sc_hd__nor4_1"
  worst_r2r_path_depth: 4
  cp-start-kind: "flop"
  cp_data_arrival_time_ns: 1.82
  crit_type: "reg -> reg"
  path_cells: "ha_1, or4bb_1, nor4_1, nor4_1"
  timing.critical_path.slowest_cell_delay_ns: 0.42
  worst-path-buf-inv: 0
  worst_path_max_delay_cell: "sky130_fd_sc_hd__or4bb_1"
  category_of_cells_accounting_for_the_largest_share_of_critical_path_delay: "simple AND/OR/NAND/NOR gates"
  cp.depth: 4
  worstSetupEndpointType: "flop"
  worstPathMaxFanout: 6
  data_required_time_at_the_worst_endpoint_ns: 2.93
floorplanning:
  fp.dieArea_um2: 10610
  floorplanUtilization: 0.2080
  fp-row-count: 30
  die_width_um: 103
  design.core.area_um2: 6756
  io_pins: 24
  dieHeight_um: 103
job:
  maxcap_viol_count: 0
  warning_count: 34
clock_tree:
  clk_pin_slew_worst_paths_ns: 0.08
  clk_path_buf_depth: 2
  cts_made_buffers: 3
  clock.latency.late_pin_ns: 0.26
  hold_bufs_at_cts: 0
  resized_after_cts: 0
  tritoncts: "built"
  clockRootBuffer: "sky130_fd_sc_hd__clkbuf_8"
  htree_num_levels: 1
  post_cts.repair.setup_buffers: 0
route:
  via_density_per_instance: 4.079
  postRouteAntennaNets: 0
  total_via_count_in_the_routed_design: 873
  firstDrtPassIters: 4
  detail_route.drc_violations: 0
  routedWlPerCell_um: 10.33
  route.final.wire_length_um: 2210
  detail_route.iter0.violations: 15
  antennaDiodeCount: 0
finish:
  sequential_cell_area_um2: 740.7
  layout.filler_cells: 713
  drive_above_1_share: 0.05970
  final_cell_area_um2: 1535
  layout_top_cell: "sky130_fd_sc_hd__dfrtp_1"
  lay_top_cells: "26 x sky130_fd_sc_hd__dfrtp_1, 11 x sky130_fd_sc_hd__conb_1, 8 x sky130_fd_sc_hd__xor2_1"
  area.growth.synth_to_final_pct: 9.261
  final-comb-area_um2: 593.1
placed_design:
  detail_placement_hpwl_um: 1622
  buffer_ports.inserted: 3
  gp_routability_congestion: 0.7882
  dpl_cell_area_um2: 1494
logic_synthesis:
  post_synthesis_chip_area_from_yosys_um2: 1405
  post-synth-top-area-cell: "sky130_fd_sc_hd__dfrtp_1"
  ys_cells: 129
  commonest_flop: "sky130_fd_sc_hd__dfrtp_1"
  yosys_warnings: 10
  syn_avg_cell_area_um2: 10.89
  topCellsByArea: "sky130_fd_sc_hd__dfrtp_1 46%, sky130_fd_sc_hd__dlxtp_1 6.4%, sky130_fd_sc_hd__buf_4 5.9%, sky130_fd_sc_hd__xor2_1 5.0%, sky130_fd_sc_hd__ha_1 2.7%"
  synth.ff_latch_count: 32
  number_of_flops_mapped_to_enable_cells_by_yosys: 0
  yosys.cell_types.count: 34
  postSynthCellCount: 129
  top_cell_area_share: 0.4630
  syn-cell-area_um2: 1405
  postSynth.asyncResetShare: 0.8125
timing:
  rsz0062_at_grt: "no"
  unclocked_regs: 6
  setup_tns_ns: 0
  hold_viol: 0
  unconstrained_endpoints: 11
  final-setup-viol-count: 0
  final.setup_skew_ns: 0.006342
  fmax_mhz: 592.1
  final_max_slew_viol_count: 0
  timing.final.crit_period_ns: 1.689
  final.period_utilization: 0.6032
hold_path:
  holdCritPathClass: "reg -> reg"
  hold_path_depth: 1
grt:
  grt_pass1_vias: 908
  grt_pass1_wl_um: 3995
  grt-ovfl-total: 0
  grt.total_usage: 0.04480
  antenna_found_initial: 0
  grt_start_max_net_pins: 27
status:
  status: "complete, no violations"
-- cell families (layout without fill, tap and decap cells) --
logic type / count (synthesis) / in the layout / synth area share
other: 2 / 11 / 0.005345
xor gates and xnor gates: 11 / 11 / 0.06857
latches: 6 / 6 / 0.06412
AOI/OAI and AO/OA: 13 / 13 / 0.05610
and+or+nand+nor: 50 / 50 / 0.2342
muxes: 1 / 1 / 0.007124
adders and majority gates: 3 / 3 / 0.02672
buffers and inverters: 17 / 13 / 0.07480
DFF: 26 / 26 / 0.4630
-- cell type report --
cell class / instances / area share
sequential: 32 / 0.4825
inverter: 6 / 0.01467
clock buffer: 3 / 0.02689
multi-input combinational: 89 / 0.3863
tap: 80 / 0.06520
timing repair buffer: 4 / 0.02445
-- power by group --
group          internal, mW  switching (mW)  leakage, nW  total (mW)
clock                0.0960           0.103       0.0216       0.199
sequential            0.375               0        0.396       0.375
combinational       0.00349         0.00787        0.276      0.0114
-- registers in the layout, indices dropped and copies added, names as in the netlist --
name and flops:
TX_MODULE.B3.current_state 4, TX_MODULE.B1.ser_done 1, TX_MODULE.B3.next_state 4, TX_MODULE.B3.busy 1, BAUD.TX_tick 1, TX_MODULE.B1.busy_flag 1, BAUD.tx_count 16, TX_MODULE.B3.ser_EN 1
TX_MODULE.B1.Counter 3
-- per-stage QoR --
step	util	hold WS, ns	setup WS (ns)	cells
2_1_floorplan	-	0.2644	1.299	138
3_3_place_gp	0.2211	0.4483	1.148	211
3_5_place_dp	0.2211	0.4511	1.154	211
4_1_cts	0.2272	0.4645	1.133	214
5_1_grt	0.2272	0.5245	0.9524	214
6_report	0.2272	0.4572	1.111	214
-- Yosys cell counts, types with 3 or more instances --
cell type	count
sky130_fd_sc_hd__a21oi_1	3
sky130_fd_sc_hd__buf_4	11
sky130_fd_sc_hd__dfrtp_1	26
sky130_fd_sc_hd__dlxtp_1	6
sky130_fd_sc_hd__ha_1	3
sky130_fd_sc_hd__inv_1	6
sky130_fd_sc_hd__nand2_1	3
sky130_fd_sc_hd__nand2b_1	3
sky130_fd_sc_hd__nand4_1	5
sky130_fd_sc_hd__nor2_1	7
sky130_fd_sc_hd__nor3_1	5
sky130_fd_sc_hd__nor4_1	6
sky130_fd_sc_hd__o22ai_1	3
sky130_fd_sc_hd__xnor2_1	3
sky130_fd_sc_hd__xor2_1	8
-- worst paths after layout --
kind / start / end / slack [ns]
setup reg to reg: BAUD.tx_count[0] / BAUD.tx_count[10] / 1.11
hold / removal: BAUD.tx_count[0] / BAUD.tx_count[0] / 0.46
min in group asynchronous: RST / BAUD.tx_count[9] / 0.65
max in group asynchronous: RST / BAUD.tx_count[0] / 1.90
setup / recovery: BAUD.tx_count[0] / BAUD.tx_count[10] / 1.11
hold reg to reg: BAUD.tx_count[0] / BAUD.tx_count[0] / 0.46
-- routing by layer --
| layer | global-route usage | up-vias | share of wire | wire, µm |
|---|---|---|---|---|
| met3 | 0.003385 | 2 | 0.010 | 22 |
| met5 | 0 | - | 0 | 0 |
| li1 | - | 451 | - | - |
| met4 | 0.01070 | 0 | 0.016 | 35 |
| met1 | 0.06468 | 409 | 0.53 | 1178 |
| met2 | 0.07167 | 11 | 0.44 | 973 |
Power figures rest on the tool's default switching activity, not on a simulated workload.
